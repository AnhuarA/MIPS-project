===== design/flow/run.sh =====
#!/bin/bash
# OpenROAD 26Q1-2900-gdf79404cd8, Yosys 0.63+post, stock flow scripts
make -C /OpenROAD-flow-scripts/flow DESIGN_CONFIG=/design/flow/config.mk WORK_HOME=/design/flow/orfs finish

===== design/flow/config.mk =====
export PLATFORM = sky130hd
export DESIGN_NAME = data_mem
export DESIGN_NICKNAME = data_mem
export VERILOG_FILES = /design/flow/design.v
export SDC_FILE = /design/flow/constraint.sdc
export NUM_CORES = 4
export LEC_CHECK = 1
export CORE_UTILIZATION = 30

===== design/flow/constraint.sdc =====
current_design data_mem

set clk_period 2.7
set clk_io_pct 0.2

create_clock -name clk0 -period $clk_period [get_ports {clk}]

set non_clock_inputs [all_inputs -no_clocks]
set_input_delay [expr $clk_period * $clk_io_pct] -clock clk0 $non_clock_inputs
set_output_delay [expr $clk_period * $clk_io_pct] -clock clk0 [all_outputs]

===== design/flow/design.v =====
`timescale 1ns / 1ps
module data_mem(clk,address,MemWrite,writeData,readData);
input clk;
input[15:0] address;
input[15:0] writeData;
input MemWrite;
output reg[15:0]readData;
reg [15:0]memory[0:15];
integer i;
initial begin
memory[0] = 16'b0000_0000_0000_0000;
memory[1] = 16'b0000_0000_0000_0000;
memory[2] = 16'b0000_0000_0000_0000;
memory[3] = 16'b0000_0000_0000_0000;
memory[4] = 16'b0000_0000_0000_0100; 
memory[5] = 16'b0000_0000_0000_0000;
memory[6] = 16'b0000_0000_0000_0000;
memory[7] = 16'b0000_0000_0000_0010; 
memory[8] = 16'b0000_0000_0000_0000;
memory[9] = 16'b0000_0000_0000_0000;
memory[10] = 16'b0000_0000_0000_0000;
memory[11] = 16'b0000_0000_0000_0000;
memory[12] = 16'b0000_0000_0000_0000;
memory[13] = 16'b0000_0000_0000_0000;
memory[14] = 16'b0000_0000_0000_0000;
memory[15] = 16'b0000_0000_0000_0000;
end
always @(posedge clk)
    begin
    if(MemWrite)
        begin
        memory[address]<=writeData; 
        end
    end
always @(*)  
    begin
    readData<=memory[address];
    end
endmodule

==> CHANGELOG.md <==
### Physical design

- Status: finished, final reports clean
- Largest net degree at the start of global routing: 33
- Post-DRT Antenna Nets: 0
- Post-synth top area cell: edfxtp_1
- First-pass GRT wire length: 30400 um
- DR DRC count: 0
- Met3 global-route usage: 0.0859
- Max Clock Freq: 376 MHz
- Synth Cell Area: 9700 um2
- Vias/cell: 4.85
- Min cycle time layout: 2.66 ns
- Share of cells above drive strength 1: 0.400
- DRT Wirelength: 19800 um
- Clock root buffer: clkbuf_16
- Clock sink count: 256
- EDFF count, synth: 256
- Synth async-reset ratio: 0
- Area Overhead vs Synth: 25.9%
- Top cells by count: edfxtp_1, mux4_2, a22oi_1
- Leak pwr: 3.99 nW
- Via count: 4625
- Register share after synthesis: 0.792
- Slew headroom: 0.610
- Finish-stage setup viols: 0
- Final worst slack: 0.0428 ns
- Number of diodes: 0
- Number of OpenROAD warnings: 39
- Cell variety after synth: 17
- Top_reg_cell synth: edfxtp_1
- Initial drt markers: 298
- Chip area: 33100 um2
- Cts hold-fix bufs: 0
- Die y size: 182 um
- Grt ovf: 0
- Hold WS: 0.732 ns
- Synth warnings: 1
- RSZ-0062 raised after global routing: true
- Slew Limit Fails: 0
- Measured slew at the worst slew-check pin: 0.583 ns
- Port Buffer Count: 37
- Dpl hpwl: 12300 um
- Worst IR Drop VDD: 0.359 mV
- Yosys Instances: 418
- Met2 GRT Util: 0.203
- 1st-pass router iterations: 4
- Post-place setup slack: -0.202 ns
- Die span in x: 182 um
- Max FFs per register: 256
- Worst-path clk slew: 0.06 ns
- Ports: 50
- Vias in the first global route: 5230
- Htree depth: 1
- Worst Path Required: 2.16 ns
- GP Congestion: 0.803
- Rows: 65
- CP startpoint kind: primary input
- Core Density at Floorplan: 0.306
- Top-area cell share: 0.792
- PD cells: 692 nW/um2
- Drt wl/cell: 20.7 um
- Post-synth area hogs: edfxtp_1, mux4_2, a22oi_1
- Total GRT Usage: 0.134
- Post-synthesis cell count: 418
- Critical Path AT: 2.12 ns
- Flops after synth: 256
- M1 GR Usage: 0.172
- Crit path capture type: output pin
- HP Class: in -> reg
- Most common cell in the synthesized netlist: edfxtp_1
- Core area: 31700 um2
- Antenna violations before repair: 0
- Max clock buf depth: 3
- CP Class: in -> out
- Final period utilization: 0.984
- Global routing's busiest layer: met2
- Maxcap violations: 0
- CTS Buf Count: 27
- Largest regs: memory (256)
- Synth Area per Inst: 23.2 um2
- CTS tree: built
- Most flops, register: memory
- Critical path fanouts, max: 6
- Yosys chip area: 9700 um2
- Final Hold Violation Tally: 0
## path summary, 6_finish.rpt
path / from / to / slack [ns] / cells past startpoint
max: address[0] / readData[2] / 0.04 / 9
min: address[0] / memory[4][1] / 0.73 / 4
## per-layer routing
layer | vias to the layer above | part of all wire
met5 | - | 0
met4 | 0 | 0.012
met3 | 24 | 0.14
met2 | 273 | 0.48
met1 | 2307 | 0.37
li1 | 2021 | -
## what timing repair did
| item | in CTS | in global routing |
|---|---|---|
| pin swaps | 12 | 18 |
| endpoints found under the setup margin | 16 | 10 |
| setup buffers | 12 | 9 |
| cloned | 2 | 0 |
| gates resized | 47 | 19 |
## cells in the final DEF (no fill, tap or decap), types with 2 or more instances in the layout
cell type        netlist  routed
nor2_2                 0      12
a22oi_2                0      26
dlymetal6s2s_1         0       8
nand2b_1               2       2
clkinvlp_4             0       2
a22oi_1               32       6
clkinv_1               0       9
dlygate4sd2_1          0       7
clkinv_2               0       3
clkdlybuf4s50_1        0      19
clkbuf_1              14       4
mux4_2                62      63
buf_12                 0      14
inv_6                  0       2
buf_4                  2      53
edfxtp_1             256     256
nor3_2                 0       4
nand2_2                0       3
bufinv_16              0       2
clkbuf_16              0      27
buf_8                  0       2
nand2_1               17      14
buf_6                  5       2
nand3b_1               2       2
## cells by family (layout without fill, tap and decap cells)
kind of cell / after synthesis / after routing / share of synthesized area
simple gates: 43 / 43 / 0.0199
mux: 64 / 64 / 0.149
buf+inv: 23 / 157 / 0.0138
flops: 256 / 256 / 0.792
compound gates: 32 / 32 / 0.0248
## stage by stage
step / cells / power [mW] / TNS, ns / util / cell area (um2)
finish: 954 / 8.46 / 0 / 0.385 / 12200
global route: 954 / 8.75 / -0.0194 / 0.385 / 12200
CTS: 946 / 8.53 / -0.0260 / 0.382 / 12100
detailed placement: 883 / 5.05 / -2.62 / 0.345 / 10900
global placement: 883 / 5.04 / -2.55 / 0.345 / 10900
floorplan: 418 / 4.78 / 0 / - / 9700
## cell type report
type,instances,area (um2)
Multi-Input combinational cell,139,2070
Sequential cell,256,7690
Tap cell,402,503
Fill cell,2791,19500
Clock buffer,31,691
Timing Repair Buffer,108,1120
Clock inverter,18,141
## critical path: stages
cell,delay [ns]
buf_12,0.12
buf_12,0.14
buf_8,0.12
buf_4,0.13
buf_4,0.13
mux4_2,0.43
a22oi_2,0.18
nand2_1,0.09
dlygate4sd2_1,0.24
## where the power goes
part / switching (mW) / total, mW / leakage (nW) / internal, mW
sequential: 0.0166 / 4.47 / 2.31 / 4.46
combinational: 0.274 / 0.556 / 1.28 / 0.282
clock: 1.41 / 3.43 / 0.401 / 2.02
Power is estimated from default activity; no workload was simulated.
