## /design/flow/run.sh

```bash
#!/bin/bash
# OpenROAD 26Q1-2900-gdf79404cd8, Yosys 0.63+post, stock flow scripts
make -C /OpenROAD-flow-scripts/flow DESIGN_CONFIG=/design/flow/config.mk WORK_HOME=/design/flow/orfs finish
```

## /design/flow/config.mk

```make
export PLATFORM = sky130hd
export DESIGN_NAME = instruct_mem
export DESIGN_NICKNAME = instruct_mem
export VERILOG_FILES = /design/flow/design.v
export SDC_FILE = /design/flow/constraint.sdc
export NUM_CORES = 4
export LEC_CHECK = 1
export CORE_AREA = 10 10 70 70
export DIE_AREA = 0 0 80 80
```

## /design/flow/constraint.sdc

```tcl
current_design instruct_mem

set clk_period 1.0
set clk_io_pct 0.2

create_clock -name clk0 -period $clk_period

set non_clock_inputs [all_inputs -no_clocks]
set_input_delay [expr $clk_period * $clk_io_pct] -clock clk0 $non_clock_inputs
set_output_delay [expr $clk_period * $clk_io_pct] -clock clk0 [all_outputs]
```

## /design/flow/design.v

```verilog
`timescale 1ns / 1ps
module instruct_mem(address,instruction);
input[15:0] address;
output[15:0] instruction;
reg[15:0] instruct_mem [15:0];
reg[15:0] instruction;
initial begin
instruct_mem[0] = 16'b1000_0100_0001_0000;     
instruct_mem[1] = 16'b1000_0111_0010_0000;     
instruct_mem[2] = 16'b0010_0001_0010_0011;     
instruct_mem[3] = 16'b0110_0000_0000_0000;     
instruct_mem[4] = 16'b0111_0000_0000_0000;     
instruct_mem[5] = 16'b1000_0000_0000_0000;     
instruct_mem[6] = 16'b1010_0000_0000_0000;     
instruct_mem[7] = 16'b1110_0000_0000_0000;     
end
always @(*) 
begin
    instruction = instruct_mem[address];
end
endmodule
```

==> out/metrics.cfg <==
[run_status]
status = complete, but fails checks
violations = negative setup slack

[global_route]
overflow = 0
grt_usage_pct = 1.85
antenna_found_initial = 0
grt_max_degree = 10
grt_pass1_wl_mm = 1.03
grt_pass1_vias = 238

[power]
vdd_drop_max_v = 0.0000328
p_leak_nw = 0.218
p_per_area_nw_per_um2 = 298

[job]
warnings = 50
maxCapViolCount = 0

[layout]
ff_count = 0
ff_latch_area_um2 = 0
post-route-util_pct = 12.9
final_cells = 90
design_area_um2 = 442
areaGrowthSynthToFinish_pct = 147
final_cell_mix = buf_2 (9), buf_6 (8), conb_1 (5)
num-clock-buffers = 0
layout_top_cell = buf_2
drive_gt1_share_pct = 68.2

[logic_synthesis]
simple_gate_share_pct = 25.9
topCombFamilyByArea = buffers and inverters
area_leaders = buf_4 (29%), ha_1 (28%), and2b_1 (17%)
syn-cell-area_um2 = 179
ys_cells = 25
top_area_share_pct = 29.4
yosys.stat.seqShare_pct = 0
synth_area_per_cell_um2 = 7.16
syn_inst = 25
synth.distinct_cells = 10
ys_sh_aoi_pct = 8.39
ys_warn_count = 1
top_area_cell = buf_4
adder_share_pct = 28.0
yosys-stat-area_um2 = 179
synthXorXnorAreaFrac_pct = 0
mux_share_pct = 0

[detailed_routing]
drt-initial-drc-count = 1
avgViaCountPerCell = 2.39
drt.antenna.violating_nets = 0
antennaDiodeCount = 0
routed_wl_um = 678
vias = 215
firstDrtPassIters = 2
post-route-drc-count = 0
wire_per_inst_um = 7.53

[place]
portBuffers = 14
post-place-ws_ns = -0.893
dpl.cell_count = 86
hpwl_um = 515
placed_area_um2 = 369
gp_congestion = 0.692

[worst_setup_path]
crit_path_start_kind = primary input
worstSetupPathType = in2out
cp-end-kind = output port
crit_arrival_ns = 0.87
worstPathRequired_ns = 0.80
cp_max_fo = 2

[final_timing]
hold_violations = 0
whs_ns = 0.762
rsz0062_at_grt = yes
setup_viol = 10
slew_viol_final = 0
max_freq_mhz = 930
final.setup.worst_slack_ns = -0.0750
finalCritPeriodShare_pct = 107
period_minus_slack_ns = 1.07

[floorplan]
io_pins = 32
fp_util_pct = 5.24
die_y_um = 80
rows = 21
die_area_um2 = 6400
die_width_um = 80
core_um2 = 3420

[hold_path]
holdCritPathClass = in2out

[cts]
cts_hold_buf = 0

==> metrics by stage <==
| step | setup TNS [ns] | total power, W |
|---|---|---|
| after floorplan | 0 | 0.0000410 |
| after global placement | -8.70 | 0.000111 |
| after detailed placement | -8.76 | 0.000110 |
| after CTS | -0.562 | 0.000134 |
| after global routing | -0.919 | 0.000148 |
| final | -0.552 | 0.000131 |
==> metal layers <==
layer,share of wire [%],vias to the layer above,routed length [µm],track usage [%]
met2,52,13,350,4.01
met1,39,100,266,1.85
met5,0,-,0,0
met4,0,0,0,0
li1,-,102,-,-
met3,9.0,0,61,0.227
==> power by group <==
group          switching [W]  internal (W)  leakage [nW]  total, W
logic              0.0000490     0.0000825         0.218  0.000131
clock network              0             0             0         0
registers                  0             0             0         0
total              0.0000490     0.0000825         0.218  0.000131
==> logic make-up (layout without fill, tap and decap cells) <==
| kind of cell | after synthesis | count (layout) |
|---|---|---|
| buffers and inverters | 10 | 25 |
| other | 1 | 5 |
| AND/OR/NAND/NOR | 7 | 7 |
| AND-OR/OR-AND | 3 | 3 |
| adder cells (fa/ha/maj) | 4 | 4 |
==> worst paths after layout <==
kind              end  slack, ns       start  cells past startpoint
max    instruction[8]      -0.07  address[1]                      5
min   instruction[13]       0.76  address[2]                      3
==> cell type report <==
cell class,count,area [µm²]
inverters,3,13.8
well taps,46,57.6
multi-input cells,19,188
repair buffers,22,183
fillers,397,2970
==> worst max-delay path, stage by stage <==
cell,delay (ns)
buf_6,0.10
inv_2,0.09
ha_4,0.21
and2b_1,0.16
buf_2,0.11
==> synth_stat cells (all sizes together) <==
cell    n
conb    1
inv     3
nor2    1
a21oi   2
o21ai   1
buf     7
ha      4
and2    1
and2b   4
nand2b  1
==> what timing repair did <==
| action | CTS | global route |
|---|---|---|
| setup buffers | 4 | 0 |
| setup endpoints to repair | 11 | 11 |
| gates resized | 67 | 0 |
| endpoints found under the hold margin | 0 | 0 |
| pin swaps | 2 | 1 |
Power and IR drop assume default switching activity.
