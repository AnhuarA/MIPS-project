===== flow/design.v =====
`timescale 1ns / 1ps
module reg_file(A,B,C,Aaddr,Baddr,Caddr,Load,clk);
input [3:0] Aaddr, Baddr, Caddr;
input [15:0] C;
input Load;
input clk;
output  [15:0] A, B;
reg [15:0]register[0:15];
initial begin
register[0] <= 16'b0000_0000_0000_0000; 
register[1] <= 16'b0000_0000_0000_0001; 
register[2] <= 16'b0000_0000_0000_0010; 
register[3] <= 16'b0000_0000_0000_0000;
register[4] <= 16'b0000_0000_0000_0000; 
register[5] <= 16'b0000_0000_0000_0001; 
register[6] <= 16'b0000_0000_0000_0000;
register[7] <= 16'b0000_0000_0000_0000;
register[8] <= 16'b0000_0000_0000_0000;
register[9] <= 16'b0000_0000_0000_0000;
register[10] <= 16'b0000_0000_0000_0000;
register[11] <= 16'b0000_0000_0000_0000;
register[12] <= 16'b0000_0000_0000_0000;
register[13] <= 16'b0000_0000_0000_0000;
register[14] <= 16'b0000_0000_0000_0000;
register[15] <= 16'b0000_0000_0000_0000;
end
assign A = register[Aaddr];
assign B = register[Baddr];
always@(posedge clk)
if(Load == 1'b1)
begin
register[Caddr] <= C;
end
endmodule

===== flow/run.sh =====
#!/bin/bash
# OpenROAD 26Q1-2900-gdf79404cd8, Yosys 0.63+post, stock flow scripts
make -C /OpenROAD-flow-scripts/flow DESIGN_CONFIG=/design/flow/config.mk WORK_HOME=/design/flow/orfs finish

===== flow/config.mk =====
export PLATFORM = sky130hd
export DESIGN_NAME = reg_file
export DESIGN_NICKNAME = reg_file
export VERILOG_FILES = /design/flow/design.v
export SDC_FILE = /design/flow/constraint.sdc
export NUM_CORES = 4
export LEC_CHECK = 1
export CORE_UTILIZATION = 40

===== flow/constraint.sdc =====
current_design reg_file

set clk_period 3.0
set clk_io_pct 0.2

create_clock -name clk0 -period $clk_period [get_ports {clk}]

set non_clock_inputs [all_inputs -no_clocks]
set_input_delay [expr $clk_period * $clk_io_pct] -clock clk0 $non_clock_inputs
set_output_delay [expr $clk_period * $clk_io_pct] -clock clk0 [all_outputs]

==> results.json <==
{
  "outcome": "finished clean",
  "synth-xor-area-share": 0,
  "fmaxAchievable_mhz": 340,
  "via_per_inst": 5.97,
  "final_layout_top_logic_cells": "256 x edfxtp_1, 102 x mux4_2, 60 x a22oi_1, 53 x clkdlybuf4s50_1",
  "min_from": "C[9]",
  "worstMarginPinSlew_ns": 0.548,
  "hold_slack_ns": 0.980,
  "clkSinkCount": 256,
  "netlist_area_mm2": 0.0117,
  "gr-usage-all-layers": 0.226,
  "cap_viol_max_count": 0,
  "finalCritPeriodShare": 0.981,
  "area_growth_pct": 22.0,
  "instances_no_fill": 1069,
  "dieHeight_um": 173,
  "clock_power_share": 0.383,
  "yosys.stat.seqShare": 0.655,
  "avgSynthCellArea_um2": 21.2,
  "period_minus_slack_ns": 2.94,
  "slew_headroom": 0.633,
  "combPwrFrac": 0.102,
  "dp_hpwl_mm": 17.4,
  "yosys_warnings": 1,
  "post_drt_wl_per_cell_um": 28.0,
  "drive_gt1_frac": 0.342,
  "numCtsBuffers": 27,
  "holdPathEnd": "register[8][9]",
  "utilization": 0.497,
  "ys_cells": 553,
  "dieArea_mm2": 0.0300,
  "drt.antenna.violating_nets": 0,
  "rows": 62,
  "setup_viol": 0,
  "p_per_area_mw_per_mm2": 548,
  "internal_power_mw": 6.18,
  "hold_class": "in -> reg",
  "drt_iter0_drc": 363,
  "hold_depth": 1,
  "chipWidth_um": 173,
  "grt_pass1_vias": 7276,
  "dp.cells": 1009,
  "cts_tree": "done",
  "n_antenna_cell": 0,
  "drc_errors": 0,
  "final_max_slew_viol_count": 0,
  "crit_fanout": 13,
  "finalInstanceArea_mm2": 0.0143,
  "rsz0062_at_grt": "yes",
  "cts_root_buf": "clkbuf_16",
  "worst_slack_ns": 0.0574,
  "gp_congestion": 0.829,
  "cp-end-kind": "primary output",
  "finalHoldViolations": 0,
  "port_buffers": 61,
  "yosys_area_mm2": 0.0117,
  "regMostFlops": "register",
  "dr.pass1.iters": 4,
  "lay_top_count": "edfxtp_1",
  "power_mw": 7.84,
  "synth_flops": 256,
  "startpoint": "Aaddr[0]",
  "dpl_cell_area_mm2": 0.0133,
  "post-place-ws_ns": 0.00252,
  "syn_inst": 553,
  "sw_frac_of_total": 0.213,
  "logic_family": "multiplexers",
  "nFillCells": 2250,
  "simple_gate_share": 0.0235,
  "core_mm2": 0.0288,
  "logic_area_mm2": 0.00384,
  "mux_share": 0.254,
  "grt_pass1_wl_mm": 44.4,
  "openroad.warnings": 26,
  "aoi_share": 0.0410,
  "p_sw_mw": 1.67,
  "arrival_ns": 2.34,
  "critPathKind": "in -> out",
  "num_io_pins": 62,
  "grt_max_degree": 35,
  "seq_area_mm2": 0.00769,
  "routed_wl_mm": 29.9,
  "htreeDepth": 1,
  "fin_setup_tns_ns": 0,
  "adder_share": 0,
  "largest_register_ffs": 256,
  "cts_hold_buf": 0,
  "antenna_found_initial": 0,
  "clk_path_buf_depth": 3,
  "dr_total_vias": 6383,
  "crit_path_start_kind": "input pin",
  "synth.distinct_cells": 23,
  "ir_drop_mv": 0.423,
  "fp-utilization": 0.408,
  "path_clk_slew_ns": 0.06,
  "p_leak_nw": 4.68,
  "critPathRequiredTime_ns": 2.40,
  "reg_top3": "register: 256 flops",
  "globalRouteOverflowTotal": 0,
  "p_seq_frac": 0.515
}
[cells in the mapped netlist]
| cell type | instances | area, um^2 |
|---|---|---|
| a22oi_1 | 64 | 480 |
| buf_4 | 5 | 37.5 |
| nand2_1 | 33 | 124 |
| nor2b_1 | 4 | 25.0 |
| nor3_1 | 4 | 20.0 |
| nand3_1 | 1 | 5.00 |
| nand3b_1 | 2 | 15.0 |
| clkbuf_4 | 2 | 15.0 |
| mux4_1 | 24 | 631 |
| clkbuf_1 | 14 | 52.6 |
| mux4_4 | 2 | 50.1 |
| or3b_2 | 1 | 8.76 |
| edfxtp_1 | 256 | 7690 |
| nand2b_1 | 2 | 12.5 |
| nor2_1 | 14 | 52.6 |
| dlygate4sd1_1 | 1 | 8.76 |
| buf_6 | 10 | 113 |
| and2_1 | 2 | 12.5 |
| clkbuf_8 | 3 | 41.3 |
| mux4_2 | 102 | 2300 |
| buf_1 | 2 | 7.51 |
| buf_2 | 4 | 20.0 |
| dlymetal6s2s_1 | 1 | 12.5 |
[kinds of logic after synthesis]
kind of cell	count (synthesis)
buf+inv	42
simple gates	63
flops	256
compound gates	64
mux	128
[what timing repair did]
item / 4_1_cts / 5_1_grt
cloned: 0 / 1
setup endpoints to repair: 1 / 7
setup buffers: 0 / 11
gates resized: 1 / 13
endpoints found under the hold margin: 0 / 0
pin swaps: 0 / 1
[cell type report]
type                            count  share of cell area
Sequential cell                   256               0.537
Clock inverter                     14             0.00656
Tap cell                          384              0.0336
Clock buffer                       34              0.0491
Timing Repair Buffer              126               0.105
Multi-Input combinational cell    255               0.268
[critical path, stage by stage]
cell             delay (ns)
buf_4                  0.13
buf_12                 0.17
buf_12                 0.13
mux4_1                 0.58
a22oi_2                0.20
nand2_1                0.09
clkdlybuf4s50_1        0.42
[routing by layer]
metal	up-vias	global-route usage	wire length (um)
met3	36	0.203	5680
met2	497	0.316	13900
li1	2679	-	-
met4	0	0.0321	436
met5	-	0.0112	0
met1	3171	0.274	9920
[power by group through the flow]
| stage | Sequential [mW] | Combinational, mW | Clock (mW) |
|---|---|---|---|
| 6_report | 4.04 | 0.799 | 3.00 |
| 5_1_grt | 4.05 | 0.860 | 3.20 |
| 4_1_cts | 4.04 | 0.782 | 3.05 |
[how the worst max path moves through the flow]
stage / end / cells after the start
finish: A[5] / 7
CTS: A[5] / 7
global route: A[14] / 6
